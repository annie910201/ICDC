## /design/flow/run.sh

```bash
#!/bin/bash
# OpenROAD 26Q1-2900-gdf79404cd8, Yosys 0.63+post, stock flow scripts
make -C /OpenROAD-flow-scripts/flow DESIGN_CONFIG=/design/flow/config.mk WORK_HOME=/design/flow/orfs finish
```

## /design/flow/config.mk

```make
export PLATFORM = sky130hd
export DESIGN_NAME = STI_DAC
export DESIGN_NICKNAME = STI_DAC
export VERILOG_FILES = /design/flow/design.v
export SDC_FILE = /design/flow/constraint.sdc
export NUM_CORES = 4
export LEC_CHECK = 1
export CORE_UTILIZATION = 30
```

## /design/flow/constraint.sdc

```tcl
current_design STI_DAC

set clk_period 6.1
set clk_io_pct 0.2

create_clock -name clk0 -period $clk_period [get_ports {clk}]

set non_clock_inputs [all_inputs -no_clocks]
set_input_delay [expr $clk_period * $clk_io_pct] -clock clk0 $non_clock_inputs
set_output_delay [expr $clk_period * $clk_io_pct] -clock clk0 [all_outputs]
```

## /design/flow/design.v

```verilog
module STI_DAC(clk ,reset, load, pi_data, pi_length, pi_fill, pi_msb, pi_low, pi_end,
	       so_data, so_valid,
	       pixel_finish, pixel_dataout, pixel_addr,
	       pixel_wr);
input		clk, reset;
input		load, pi_msb, pi_low, pi_end; 
input	[15:0]	pi_data;
input	[1:0]	pi_length;
input		pi_fill;
output	reg 	so_data, so_valid;
output reg  pixel_finish, pixel_wr;
output reg [7:0] pixel_addr;
output reg [7:0] pixel_dataout;
reg [31:0] buffer;
reg [2:0] current_state;
reg [2:0] next_state;
reg [4:0] ptr;
reg [2:0]counter_p;
reg [4:0] counter;
parameter INIT = 0;
parameter INPUT_DATA = 1;
parameter DEAL_WITH_DATA = 2;
parameter OUTPUT = 3;
parameter ADD_ZERO = 4;
parameter DOWN_ZERO = 5;
parameter FINISH = 6;
always @(posedge clk) begin
if(reset)
	current_state <= INIT;
else
	current_state <= next_state;
end
always @(*) begin
case (current_state)
	INIT:
		if(pi_end)
			next_state = ADD_ZERO;
		else
			next_state =  (load)? INPUT_DATA : INIT;
	INPUT_DATA:
		next_state = DEAL_WITH_DATA;
	DEAL_WITH_DATA:
		next_state = OUTPUT;
	OUTPUT:
		next_state = (counter == 0)?INIT:OUTPUT;
	ADD_ZERO:
		next_state = (pixel_addr == 8'd255)?FINISH:DOWN_ZERO;
	DOWN_ZERO:
		next_state = ADD_ZERO;
	FINISH:
		next_state = FINISH;
	default: 
		next_state = INIT;
endcase
end
always @(posedge clk) begin
if(reset)
	buffer <= 32'b0;
else if(current_state == INPUT_DATA)
begin
	case (pi_length)
		2'b00:
		begin
			if(pi_low)
				buffer <= {pi_data[15:8], 24'b0};
			else
				buffer <= {pi_data[7:0], 24'b0};
		end
		2'b10:
		begin
			if(pi_fill)
				buffer <= {pi_data, 16'b0};
			else
				buffer <= {8'b0, pi_data, 8'b0};
		end
		2'b11:
		begin
			if(pi_fill)
				buffer <= {pi_data, 16'b0};
			else
				buffer <= {16'b0, pi_data};
		end
		default: 
			buffer <= {pi_data,16'b0};
	endcase
end
end
always @(posedge clk) begin
	if(reset)
		counter <= 0;
	else if(current_state == INPUT_DATA)
	begin
	case(pi_length)
		2'b00:
			counter <= 7;
		2'b01:
			counter <= 15;
		2'b10:
			counter <= 23;
		2'b11:
			counter <= 31;
    endcase
	end
	else if(current_state == OUTPUT)
		counter <= counter -1;
end
always @(posedge clk) begin
if(reset)
	ptr <= 0;
else if(current_state == INPUT_DATA)
begin
	if(pi_msb)
		ptr <= 5'd31;
	else 
	begin
		case(pi_length)
		2'b00:
			ptr <= 24;
		2'b01:
			ptr <= 16;
		2'b10:
			ptr <= 8;
		2'b11:
			ptr <= 0;
		default:
			ptr <= 0;
		endcase
	end
end
else if(next_state == OUTPUT)
	ptr <= (pi_msb) ? (ptr -1): (ptr +1);
end
always @(posedge clk) begin
if(reset)
begin
	so_data <= 0;
	so_valid <= 0;
end
else if(next_state == OUTPUT)
begin
	so_valid <= 1;
	so_data <= buffer[ptr];
end
else
begin
	so_valid <= 0;
	so_data <= 0;
end
end
always @(posedge clk)
begin
    if(reset)
        counter_p <= 7;
    else if( next_state == OUTPUT && counter_p == 0)
    begin
        counter_p <= 7;
    end
    else if (next_state == OUTPUT)
    begin
        counter_p <= counter_p - 1;
    end
end
always @(posedge clk) begin
if(reset)
begin
	pixel_addr <= 8'd0;
	pixel_finish <= 0;
	pixel_wr <= 0;
	pixel_dataout <= 0;
end
else if(current_state == OUTPUT || next_state == OUTPUT)
begin
	if(counter_p == 0)
		pixel_wr <= 1;
	else 
		pixel_wr <= 0;
	if(pixel_wr == 1)
		pixel_addr <= pixel_addr +1;
	pixel_dataout[counter_p] <= buffer[ptr];
end
else if(next_state == ADD_ZERO)
begin
	pixel_wr <= 1;
	pixel_dataout <= 0;
end
else 
	pixel_wr <= 0;
if(pixel_addr == 8'd255)
	pixel_finish <= 1;
end
endmodule
```

==> impl_metrics.json <==
{
  "status": "complete, no violations",
  "dr_total_vias": 3126,
  "r2r-start": "counter[0]",
  "drive_above_1_share_pct": 8.19,
  "grt_max_degree": 66,
  "slowest_stage": "clkdlybuf4s50_1",
  "powerDensity_mw_per_mm2": 251,
  "hold_slack_ns": 0.453,
  "n_antenna_cell": 0,
  "ys_chip_area_mm2": 0.00363,
  "final-max-slew-violation-count": 0,
  "crit_path_max_incr_delay_ns": 0.59,
  "vdd_drop_max_v": 0.000146,
  "setup_tns_ns": 0,
  "die_h_um": 112,
  "rows": 39,
  "critPathArrivalTime_ns": 3.32,
  "grt_pass1_wl_mm": 13.8,
  "startpoint": "pi_msb",
  "syn_inst": 415,
  "slew_headroom_pct": 46.4,
  "startpoint_type": "primary input",
  "ff_type": "dfxtp_1",
  "clockBufferDepth": 2,
  "core_mm2": 0.0116,
  "fin_crit_sh_pct": 50.6,
  "fmax_mhz": 324,
  "io_pins": 45,
  "rsz0062_at_grt": "false",
  "postCtsHoldBufs": 0,
  "initialDrtViolationCount": 235,
  "cts_htree_levels": 3,
  "yosysUniqueCellTypes": 53,
  "root_buffer": "clkbuf_16",
  "hold_violations": 0,
  "final_cell_mix": "dfxtp_1 (72), nor2_1 (59), clkdlybuf4s50_1 (43)",
  "cts_setup_buffers": 0,
  "hp-class": "flip-flop to flip-flop",
  "layout_top_cell": "dfxtp_1",
  "required_ns": 6.34,
  "edf_count": 0,
  "viasPerCell": 5.25,
  "wl_mm": 8.32,
  "areaGrowthSynthToFinish_pct": 22.4,
  "crit_buf_inv": 2,
  "dpl.hpwl_mm": 5.86,
  "crit_chain": "clkdlybuf4s50_1 -> inv_1 -> fa_1 -> nor2b_1 -> o21ai_0 -> and3_1 -> nor3_1 -> xnor2_1 -> a221oi_1",
  "yosys_cells": 415,
  "fin_util_pct": 38.2,
  "path_delay_family": "buffers and inverters",
  "yosysTopAreaCell": "dfxtp_1",
  "cts_tree": "done",
  "ys_warn_count": 1,
  "ys_seq_share_pct": 39.7,
  "place_congestion": 0.825,
  "warnings": 29,
  "track_usage_pct": 13.8,
  "grt_pass1_vias": 2869,
  "avgSynthCellArea_um2": 8.75,
  "area_leaders": "dfxtp_1 (40%), nor2_1 (6.1%), a22oi_1 (4.3%)",
  "endpoint_kind": "flip-flop",
  "clk_pin_slew_ns": 0.06,
  "critPathMaxFanout": 6,
  "numCtsBuffers": 9,
  "die_area_mm2": 0.0125,
  "hold_path_startpoint": "pixel_finish",
  "leakage_nw": 1.57,
  "period_needed_ns": 3.08,
  "clock_latency_ns": 0.34,
  "worst_pin_slew_ns": 0.798,
  "clock-sinks": 72,
  "fp_util_pct": 31.3,
  "grt_antenna_before_repair": 0,
  "drv_cap": 0,
  "grt_overflow": 0,
  "synth_area_mm2": 0.00363,
  "fillerInstances": 1170,
  "cts_resized": 0,
  "io_buffers": 44,
  "async_flop_share_pct": 0,
  "skew_ns": 0.00697,
  "dr.pass1.iters": 17,
  "top_cell_area_share_pct": 39.7,
  "drc": 0,
  "finalSetupViolCount": 0,
  "die_w_um": 112,
  "wire_per_inst_um": 14.0,
  "ys_seq_elements": 72,
  "path_class": "primary input to flip-flop",
  "ant_nets": 0
}
-- metal layers --
layer  routed length (um)  vias up  track usage (%)
li1                     -     1580                -
met1                 4130     1455             20.7
met2                 3700       84             21.4
met3                  414        7             2.83
met4                   71        0             1.60
met5                    0        -                0
-- report_power, final --
group,switching (mW),internal (mW),total (mW)
Combinational,0.0580,0.0475,0.106
Clock,0.193,0.327,0.520
Sequential,0.00941,0.481,0.491
Total,0.261,0.856,1.12
-- logic make-up after synthesis --
logic type,Yosys count,share of synthesized area [%]
compound gates,93,18.8
xor+xnor,14,3.38
fa+ha+maj,12,4.34
buf+inv,39,4.86
flops,72,39.7
mux,24,7.03
simple gates,161,21.9
-- registers in the layout, summed over array words and instances (netlist names), 3 cells and up --
| name | count |
|---|---|
| buffer | 32 |
| pixel_addr | 8 |
| pixel_dataout | 8 |
| current_state | 7 |
| counter | 5 |
| ptr | 5 |
| counter_p | 3 |
-- layout make-up --
cell class	instances	area (um2)	share of cell area, %
multi-input cells	304	2010	45.3
flip-flops and latches	72	1440	32.5
repair buffers	48	465	10.5
clock buffers	11	243	5.46
well taps	143	179	4.03
clock inverters	5	56.3	1.27
inverters	12	45.0	1.01
-- stage by stage --
stage          cell area [um2]  setup slack [ns]  power [mW]  instances
6_report                  4440              3.02        1.12        595
5_1_grt                   4440              2.79        1.16        595
4_1_cts                   4440              3.01        1.13        595
3_5_place_dp              4140              2.67       0.606        579
3_3_place_gp              4140              2.76       0.605        579
2_1_floorplan             3630              3.46       0.568        415
-- Yosys cell counts, types with 9 or more instances --
cell,instances
o21ai_0,10
nor2_1,59
clkbuf_1,18
nor3_1,14
inv_1,11
a22oi_1,21
nand3_1,17
xor2_1,9
ha_1,11
mux2i_1,15
a221oi_1,9
nand2_1,23
a21oi_1,16
dfxtp_1,72
-- final timing paths --
| path | endpoint | slack, ns | cells past startpoint |
|---|---|---|---|
| worst max-delay path | ptr[4] | 3.02 | 9 |
| worst min-delay path | pixel_finish | 0.45 | 1 |
| worst max register to register | pixel_dataout[4] | 3.59 | 8 |
| worst min register to register | pixel_finish | 0.45 | 1 |
Power figures rest on the tool's default switching activity, not on a simulated workload.
